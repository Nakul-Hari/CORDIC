**./run.sh**
```bash
#!/bin/bash
# OpenROAD 26Q1-2900-gdf79404cd8, Yosys 0.63+post, stock flow scripts
make -C /OpenROAD-flow-scripts/flow DESIGN_CONFIG=/design/flow/config.mk WORK_HOME=/design/flow/orfs finish
```
**./config.mk**
```make
export PLATFORM = sky130hd
export DESIGN_NAME = pipelined_cordic
export DESIGN_NICKNAME = pipelined_cordic
export VERILOG_FILES = /design/flow/design.v
export SDC_FILE = /design/flow/constraint.sdc
export NUM_CORES = 4
export LEC_CHECK = 1
export CORE_UTILIZATION = 40
```
**./constraint.sdc**
```tcl
current_design pipelined_cordic

set clk_period 13.8
set clk_io_pct 0.2

create_clock -name clk0 -period $clk_period [get_ports {Clk}]

set non_clock_inputs [all_inputs -no_clocks]
set_input_delay [expr $clk_period * $clk_io_pct] -clock clk0 $non_clock_inputs
set_output_delay [expr $clk_period * $clk_io_pct] -clock clk0 [all_outputs]
```
**./design.v**
```verilog
module pipelined_cordic(
    input Clk, Rst,
    input signed[15:0] x_in, y_in, theta_in,
    output reg signed[15:0] sine_theta,
    output reg signed[15:0] cosine_theta
);
reg signed [15:0] x[0:15], y[0:15], theta[0:15], x_out[0:15], y_out[0:15], theta_out[0:15];
wire signed [15:0] atan_out [0:15];
reg [3:0] stage;  
assign atan_out[0] = 16'b0011001001000100;
assign atan_out[1] = 16'b0001110110101100;
assign atan_out[2] = 16'b0000111110101101;
assign atan_out[3] = 16'b0000011111110101;
assign atan_out[4] = 16'b0000001111111110;
assign atan_out[5] = 16'b0000001000000000;
assign atan_out[6] = 16'b0000000100000000;
assign atan_out[7] = 16'b0000000010000000;
assign atan_out[8] = 16'b0000000001000000;
assign atan_out[9] = 16'b0000000000100000;
assign atan_out[10] = 16'b0000000000010000;
assign atan_out[11] = 16'b0000000000001000;
assign atan_out[12] = 16'b0000000000000100;
assign atan_out[13] = 16'b0000000000000010;
assign atan_out[14] = 16'b0000000000000001;
assign atan_out[15] = 16'b0000000000000000;
genvar i;
generate
    for (i = 0; i < 16; i = i + 1) begin : stages
        always @(posedge Clk or posedge Rst) begin
            if (Rst)
                begin
                    x[i] <= 0;
                    y[i] <= 0;
                    theta[i] <= 0;
                end
            else 
                begin
                    if (i == 0) begin
                        x[i] <= x_in;
                        y[i] <= y_in;
                        theta[i] <= theta_in;
                    end else begin
                        x[i] <= x_out[i-1];
                        y[i] <= y_out[i-1];
                        theta[i] <= theta_out[i-1];
                    end
                end
        end
        always @(*) begin
            if (theta[i][15] == 1) begin
                x_out[i] = x[i] + (y[i] >> (i));
                y_out[i] = y[i] - (x[i] >> (i));
                theta_out[i] = theta[i] + atan_out[i];
            end else begin
                x_out[i] = x[i] - (y[i] >> (i));
                y_out[i] = y[i] + (x[i] >> (i));
                theta_out[i] = theta[i] - atan_out[i];
            end
        end
    end
endgenerate
always @(posedge Clk or posedge Rst) begin
    if (Rst) begin
        sine_theta <= 0;
        cosine_theta <= 0;
    end else begin
        sine_theta <= y_out[15];  
        cosine_theta <= x_out[15];  
    end
end
endmodule
```
==> job_summary.md <==
## Implementation flow summary

| Metric | Value |
|---|---|
| Setup TNS | `0 ns` |
| Initial antenna violation count | `0` |
| Inserted Diodes | `0` |
| Largest net degree at the start of global routing | `136` |
| DRC violations left | `0` |
| Clock Sinks | `784` |
| Routed wire length | `104 mm` |
| Post-Synthesis Cell Area | `0.0523 sq mm` |
| Worst endpoint required time | `14.53 ns` |
| DR iter-0 viols | `1965` |
| I/O pins | `82` |
| Largest stage delay, worst path | `0.65 ns` |
| Distinct lib cells | `76` |
| Seq/Total Area, Yosys | `37.5%` |
| RD Place Congestion | `0.901` |
| Yosys top cell by area | `dfrtp_1` |
| Critical R2R Launch | `y[1][4]` |
| Share of layout cells above drive strength 1 | `4.30%` |
| Mapped Cells | `5316` |
| Reg2reg end | `x[2][13]` |
| Clock-pin slew on the worst setup and hold paths | `0.06 ns` |
| Post-layout minimum cycle time | `4.58 ns` |
| H-tree levels | `3` |
| CP Buf/Inv Count | `5` |
| GRT overflow | `0` |
| Slew HR | `41.0%` |
| Area Overhead vs Synth | `11.7%` |
| Worst Setup Start Kind | `input pin` |
| Worst setup path end | `y[11][2]` |
| CTS resizes | `0` |
| Starting density of the core | `40.3%` |
| Mean Syn Cell Area | `9.84 sq um` |
| Register bit count reported by yosys | `784` |
| Max_cap viols | `0` |
| Worst r2r path cells | `12` |
| Yosys warns | `7` |
| Post-route setup slack | `9.22 ns` |
| Yosys aoi share | `17.6%` |
| R2R setup slack | `9.95 ns` |
| Worst path slowest cell | `buf_4` |
| Status | `completed` |
| Yosys Chip Area | `0.0523 sq mm` |
| Cts bufs inserted | `90` |
| Post-CTS Setup Bufs | `0` |
| All-Layer GR Usage | `16.7%` |
| Place WS | `8.43 ns` |
| Hold_buf cts | `0` |
| Vias in the first global route | `36600` |
| Period utilisation layout | `33.2%` |
| Layout Skew | `0.0388 ns` |
| Final Setup Violations | `0` |
| Maximum buffer depth of the clock tree | `3` |
| Area leader share | `37.5%` |
| Clock latency (worst-skew pair) | `0.68 ns` |
| Post-synthesis simple-gate area fraction | `10.5%` |
| Buffers added on ports | `81` |
| Most common cell on crit path | `buf_4` |
| First drt pass iteration count | `6` |
| CP Depth | `5` |
| Dominant combinational family | `adder cells` |
| Max FO, Critical Path | `135` |
| MUX share of area | `0.890%` |
| Fmax | `218 MHz` |
| Worst path cell trace | `clkdlybuf4s50_1 > clkinvlp_4 > buf_12 > buf_4 > buf_4` |
| Critical path arrival | `5.31 ns` |
| Worst setup path startpoint | `Rst` |
| Inst Count DP | `7116` |
| Via Count | `37400` |
| Worst-margin pin slew | `0.873 ns` |
| Core area | `0.130 sq mm` |
| Asr flop ratio synth | `100%` |
| Biggest area cells | `dfrtp_1 (38%), ha_1 (17%), xnor2_1 (8.6%), a21oi_1 (5.1%), xor2_1 (3.5%)` |
| Xor/xnor share | `12.1%` |
| Clk root buf | `clkbuf_16` |
| WS Path Type | `in -> async` |
| Chip Width | `364 um` |
| Fin cells | `7283` |
| Global-route wire length before repair | `178 mm` |
| Top FF cell, synth | `dfrtp_1` |
| Detailed Place HPWL | `80.7 mm` |
| Ys cells | `5316` |
| CP Capture Type | `async pin` |
| Die Ht | `364 um` |
| Hold WC Path Type | `reg -> reg` |
| WL/cell | `14.3 um` |
| Die ar. | `0.132 sq mm` |
| Core Rows | `132` |
| Adders+Majority by Area | `18.8%` |
| Cell family with most CP delay | `buffers and inverters` |
| Hold Vio Cnt, Final | `0` |
| TritonCTS clock tree | `built` |
| Slew Limit Fails | `0` |
| Total tool warning count | `78` |
| Vias per cell | `5.14` |
| RSZ-0062 raised after global routing | `false` |
| Detail Route Antenna Nets | `0` |
| Post-synth EDFFs | `0` |
## per-stage QoR
stage	area, sq um	util, %	hold slack (ns)
2_1_floorplan	52300	-	0.331
3_3_place_gp	55300	42.7	0.332
3_5_place_dp	55300	42.7	0.335
4_1_cts	58400	45.1	0.333
5_1_grt	58400	45.1	0.341
6_report	58400	45.1	0.335
## flip-flops by register name (all words and copies together) (netlist names)
| name | count |
|---|---|
| cosine_theta | 16 |
| y | 256 |
| x | 255 |
| sine_theta | 16 |
| theta | 241 |
## worst min path at each step
stage                 from  slack (ns)  cells after the start            to
CTS            theta[8][0]        0.33                      0   theta[9][0]
global route  theta[13][0]        0.34                      0  theta[14][0]
finish         theta[8][0]        0.34                      0   theta[9][0]
## cell usage in the layout (no fill, tap or decap), types with 20 or more instances in the layout
cell             instances
clkbuf_16               92
xor2_1                 208
o21ai_0                255
a21oi_1                533
mux2i_1                 24
nand2b_1                76
a21o_1                 195
mux2_2                  20
fa_1                    47
clkdlybuf4s50_1         81
o21a_1                 108
a211oi_1                32
dfrtp_1                784
a31oi_1                 56
buf_4                   21
o21bai_1                65
nor2_1                 447
ha_1                   712
xnor2_1                515
clkbuf_8                20
nor4_1                  28
nor2b_1                 62
nand3_1                 62
o211ai_1                23
nor3_1                 129
inv_1                  316
and3_1                  30
nand2_1                237
## synthesized netlist by cell type (47+ instances only)
cell type,instances
a21o_1,195
a21oi_1,533
a31oi_1,56
dfrtp_1,784
fa_1,47
ha_1,712
inv_1,317
nand2_1,237
nand2b_1,76
nand3_1,62
nor2_1,447
nor2b_1,62
nor3_1,129
o21a_1,108
o21ai_0,255
o21bai_1,65
xnor2_1,515
xor2_1,208
## per-layer routing
layer  vias up  global-route usage (%)  part of all wire [%]
li1      19200                       -                     -
met1     17600                    23.5                    45
met2       502                    27.6                    48
met3       169                    2.60                   3.7
met4         0                    3.86                   2.8
met5         -                       0                     0
## cells by family after synthesis
group / after synthesis
AND-OR/OR-AND: 1466
XOR/XNOR: 723
adder cells (fa/ha/maj): 759
buffers and inverters: 365
flip-flops: 784
multiplexers: 44
AND/OR/NAND/NOR: 1175
## cell type report
class	count	area, sq um
fill	11800	71200
clock buffer	130	2650
inverter	318	1200
multi-input combinational	4167	31300
timing repair buffer	105	1030
clock inverter	37	425
sequential	784	19600
tap	1742	2180
